===== /design/flow/design.v =====
module parityfsm(input in,input clk,input rst,output reg out);
  reg [1:0] cst; 
  reg [1:0] nst; 
  parameter [1:0]s0=2'b00;
  parameter [1:0]s1=2'b01;
  parameter [1:0]s2=2'b10;
always@(posedge clk)
begin
  if(rst)begin
    out=1'b0;
    cst=s0;
    nst=s0;end
  else
    begin
    cst=nst;
    case(cst)
  s0: if(in) begin    
    out=1'b0;
    nst=s1;end
  else begin
    out=1'b0;
    nst=s0;end
  s1: if(in)begin
    out=1'b0;
    nst=s2;end
     else begin
    out=1'b0;
    nst=s0;end
  s2 : if(in)begin   
    out=1'b1;
    nst=s1;end
      else begin
    out=1'b0;
    nst=s0;end
   endcase
end
end
endmodule 

===== /design/flow/run.sh =====
#!/bin/bash
# OpenROAD 26Q1-2900-gdf79404cd8, Yosys 0.63+post, stock flow scripts
make -C /OpenROAD-flow-scripts/flow DESIGN_CONFIG=/design/flow/config.mk WORK_HOME=/design/flow/orfs finish

===== /design/flow/config.mk =====
export PLATFORM = sky130hd
export DESIGN_NAME = parityfsm
export DESIGN_NICKNAME = parityfsm
export VERILOG_FILES = /design/flow/design.v
export SDC_FILE = /design/flow/constraint.sdc
export NUM_CORES = 4
export LEC_CHECK = 1
export CORE_AREA = 10 10 70 70
export DIE_AREA = 0 0 80 80

===== /design/flow/constraint.sdc =====
current_design parityfsm

set clk_period 1.2
set clk_io_pct 0.2

create_clock -name clk0 -period $clk_period [get_ports {clk}]

set non_clock_inputs [all_inputs -no_clocks]
set_input_delay [expr $clk_period * $clk_io_pct] -clock clk0 $non_clock_inputs
set_output_delay [expr $clk_period * $clk_io_pct] -clock clk0 [all_outputs]

==> results.sh <==
# source this file to load flow results
export IMPL_cp_arrival_ps=1210
export IMPL_syn_inst=12
export IMPL_grt_use_total_pct=1.23
export IMPL_syn_to_final_growth_pct=90.6
export IMPL_synth_seq_cells=4
export IMPL_cts_inserted_buffers=3
export IMPL_cpPeakStageDelay_ps=530
export IMPL_ys_types=7
export IMPL_antenna_cells=0
export IMPL_io_pin_count=4
export IMPL_synth_top_area_share_pct=66.7
export IMPL_synth_avg_cell_area_sq_um=10.0
export IMPL_crit_type="flip-flop to flip-flop"
export IMPL_worst_ep_required_time_ps=1360
export IMPL_lay_top_count="dfxtp_1"
export IMPL_fp_utilization_pct=3.52
export IMPL_grt_pass1_wl_um=586
export IMPL_htree_levels=1
export IMPL_ff2ff_setup_slack_ps=150
export IMPL_vias=104
export IMPL_vias_per_cell=1.63
export IMPL_place_congestion=0.612
export IMPL_clock_latency_ps=230
export IMPL_cts_buffer_depth=2
export IMPL_powerDensity_nw_per_um2=1390
export IMPL_finalSetupTns_ps=0
export IMPL_yosys_area_sq_um=120
export IMPL_synth_seq_share_pct=66.7
export IMPL_drc=0
export IMPL_cp_depth=2
export IMPL_clkTransAtPathRegs_ps=40
export IMPL_drive_gt1_share_pct=16.7
export IMPL_cts_tree="done"
export IMPL_cts_sinks=4
export IMPL_crit_slowest_cell="or4b_1"
export IMPL_die_w_um=80
export IMPL_clock_fmax_mhz=956
export IMPL_drt_pass1_iter_count=1
export IMPL_path_buffers=0
export IMPL_cellLeakagePower_nw=0.0762
export IMPL_cts_hold_fix_buffers=0
export IMPL_cpLargestDelayFamily="simple AND/OR/NAND/NOR gates"
export IMPL_layout_min_cycle_time_ps=1050
export IMPL_start_kind="flip-flop"
export IMPL_path_cells="or4b_1 -> a21oi_1"
export IMPL_cts_root_buffer="clkbuf_4"
export IMPL_syn_area_sq_um=120
export IMPL_post_route_util_pct=6.70
export IMPL_finalWirelength_um=336
export IMPL_reg2regPathDepth=2
export IMPL_avgRoutedWirePerCell_um=5.25
export IMPL_ys_cells=12
export IMPL_period_used_pct=87.2
export IMPL_drtAntennaViolNets=0
export IMPL_status="complete, no violations"
export IMPL_die_area_sq_um=6400
export IMPL_core_sq_um=3420
export IMPL_post_cts_setup_buffer_count=0
export IMPL_cts_resized=1
export IMPL_grt_antenna_before_repair=0
export IMPL_max_vdd_ir_drop_uv=238
export IMPL_cp_end_kind="flip-flop"
export IMPL_rows=21
export IMPL_tool_warnings=25
export IMPL_dp_cells=61
export IMPL_slew_viol_final=0
export IMPL_tightest_slew_ps=115
export IMPL_whs_path_depth=2
export IMPL_hp_class="flip-flop to flip-flop"
export IMPL_cp_max_fo=3
export IMPL_dpl_hpwl_um=258
export IMPL_die_h_um=80
export IMPL_finalHoldViolCount=0
export IMPL_grt_pass1_vias=120
export IMPL_maxCapViolations=0
export IMPL_ys_warnings_count=1
export IMPL_grt_overflow_total=0
export IMPL_yosys_top_cells_area="dfxtp_1, nor2_1, or4b_1"
export IMPL_finalSetupViolCount=0
export IMPL_rsz0062_at_grt="false"
export IMPL_slew_headroom_pct=92.3
export IMPL_yosysTopAreaCell="dfxtp_1"
export IMPL_final_cell_mix="dfxtp_1, nor2_1, clkbuf_4"
export IMPL_layout_cells_non_filler=64
export IMPL_dr_first_iter_drc_count=0
export IMPL_port_buffers=3
export IMPL_skew_ps=2.54
export IMPL_grt_max_degree=4
[metrics by stage]
| step | hold WS (ps) | setup WS [ps] | cell area, sq um | total power [W] |
|---|---|---|---|---|
| finish | 436 | 154 | 229 | 0.000318 |
| global route | 460 | 70.2 | 229 | 0.000345 |
| CTS | 443 | 160 | 229 | 0.000329 |
| detailed placement | 435 | 159 | 208 | 0.000157 |
| global placement | 411 | 155 | 208 | 0.000156 |
| floorplan | 309 | 225 | 120 | 0.000147 |
[path summary, 6_finish.rpt]
path,startpoint,to
setup / recovery,nst[1]$_DFF_P_,out$_SDFFE_PP0P_
hold / removal,nst[2]$_DFF_P_,nst[1]$_DFF_P_
setup reg to reg,nst[1]$_DFF_P_,out$_SDFFE_PP0P_
hold reg to reg,nst[2]$_DFF_P_,nst[1]$_DFF_P_
[power by group]
part	switching (W)	internal (W)	total, W
clock	0.0000521	0.000112	0.000164
sequential	0.00000215	0.000139	0.000141
combinational	0.00000535	0.00000838	0.0000137
[registers in the layout, indices dropped and copies added (netlist names)]
signal  count
out         1
nst         3
[cells in the mapped netlist]
cell type,instances
nand2b_1,1
inv_1,1
or4b_1,1
nand2_1,1
dfxtp_1,4
nor2_1,3
a21oi_1,1
[kinds of logic (layout without fill, tap and decap cells)]
| group | Yosys count | after routing | share of synthesized area (%) |
|---|---|---|---|
| compound gates | 1 | 1 | 4.16 |
| buf+inv | 1 | 7 | 3.12 |
| flops | 4 | 4 | 66.7 |
| simple gates | 6 | 6 | 26.0 |
[tightest hold or removal path: stages, from the launching register on]
cell and delay (ps):
dfxtp_1 300, inv_1 50, nor2_1 40
[final cells by class]
cell class	count	area, sq um
inverters	1	3.75
repair buffers	3	28.8
fillers	417	3190
well taps	46	57.6
clock buffers	3	22.5
flip-flops and latches	4	80.1
multi-input cells	7	36.3
[metal layers]
metal	share of wire, %	global-route usage [%]	vias up
met5	0	0	-
met4	1.8	0.704	0
met3	15	1.36	2
met2	40	1.20	5
met1	44	1.46	46
li1	-	-	51
Power and IR drop assume default switching activity.
