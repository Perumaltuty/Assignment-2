## design/flow/design.v

```verilog
module prbs(clk,rst,y);
  input clk,rst;
  output[6:0]y;
  wire o;
  dff x1 (clk,rst,o,y[0]);
  dff x2 (clk,rst,y[0],y[1]);  
  dff x3 (clk,rst,y[1],y[2]);  
  dff x4 (clk,rst,y[2],y[3]);  
  dff x5 (clk,rst,y[3],y[4]);  
  dff x6 (clk,rst,y[4],y[5]);    
  dff x7 (clk,rst,y[5],y[6]);
  assign o=y[0]^y[6];
endmodule
module dff(clk,rst,d,q);
  input clk,rst,d;
  output reg q;
  always @(posedge clk)
  begin
    if(rst==1)
      q=1;
    else
      q = d;
    end
  endmodule
```

## design/flow/run.sh

```bash
#!/bin/bash
# OpenROAD 26Q1-2900-gdf79404cd8, Yosys 0.63+post, stock flow scripts
make -C /OpenROAD-flow-scripts/flow DESIGN_CONFIG=/design/flow/config.mk WORK_HOME=/design/flow/orfs finish
```

## design/flow/config.mk

```make
export PLATFORM = sky130hd
export DESIGN_NAME = prbs
export DESIGN_NICKNAME = prbs
export VERILOG_FILES = /design/flow/design.v
export SDC_FILE = /design/flow/constraint.sdc
export NUM_CORES = 4
export LEC_CHECK = 1
export CORE_AREA = 10 10 70 70
export DIE_AREA = 0 0 80 80
```

## design/flow/constraint.sdc

```tcl
current_design prbs

set clk_period 1.0
set clk_io_pct 0.2

create_clock -name clk0 -period $clk_period [get_ports {clk}]

set non_clock_inputs [all_inputs -no_clocks]
set_input_delay [expr $clk_period * $clk_io_pct] -clock clk0 $non_clock_inputs
set_output_delay [expr $clk_period * $clk_io_pct] -clock clk0 [all_outputs]
```

==> summary.txt <==
Count of cell types in the netlist: 5
Inserted Clock Buffers: 3
Synth flops: 7
First-pass GRT wire length: 814 um
Fin. Hold Viols: 0
Average size of a mapped cell: 11.1 um^2
Max Root-Sink Buffers: 2
Top area cell types: dfxtp_1, buf_4, or2_1
Layout area overhead: 57.7%
Pwr dens: 1480 nW/um^2
Root Buffer: clkbuf_4
Clk latency of the worst-skew pair: 240 ps
Critical path fanouts, max: 2
Final instance area: 387 um^2
Worst path bufs/invs: 1
Initial Util: 0.0718
CP cell instances: clkdlybuf4s15_1
M1 GR Usage: 0.0160
Total tool warning count: 25
Vias in the first global route: 184
Post-CTS Hold Fix Bufs: 0
H-Tree Depth: 1
Total GRT Usage: 0.0153
YS chip area: 245 um^2
Kind of cell adding the most delay to the critical path: flip-flops
Chip area: 6400 um^2
CP max-delay cell: dfxtp_1
Layout Skew: 1.10 ps
Sw Pwr: 108 uW
Routed len/inst: 6.13 um
Final core area utilization: 0.113
DRT antenna net count: 0
Dominant cell area share: 0.571
WP data arrival: 760 ps
Via count: 151
CP startpoint kind: flip-flop
Synth area leader: dfxtp_1
Yosys cell count: 22
IO Count: 9
Final setup fails: 0
Seq share, synth: 0.571
Most frequent logic cell in the layout: clkdlybuf4s15_1
Gr ovfl total: 0
Max Freq: 1040 MHz
Die width: 80 um
Max incr delay on CP: 330 ps
Met2 Use GR: 0.0249
Worst min-delay path category: flip-flop to flip-flop
Vias/cell: 1.99
Power consumption: 572 uW
Final GP Congestion: 0.707
Buffers on Ports: 8
Met3 Track Usage GR: 0.00909
Rel. slew slack: 0.877
1st-pass router iterations: 2
Seq pwr share: 0.513
DRC Markers: 0
CP Class: flip-flop to output port
Setup TNS: 0 ps
Comb pwr share: 0.055
Final period util: 0.959
Cell count after synthesis: 22
Share of cells above drive strength 1: 0.400
Slew at the pin with the worst max-slew slack: 183 ps
Synth warn: 1
Routed wire length: 466 um
Placed Area: 345 um^2
Initial DRC count: 1
Min cycle time layout: 959 ps
P_leak: 0.000130 uW
Max VDD drop: 0.191 mV
MaxCap Viol Count: 0
Clock power frac: 0.431
Status: completed
Cell-internal power: 464 uW
Initial antenna violation count: 0
CTS Sinks: 7
Row count: 21
Synth Cell Area: 245 um^2
Clk slew on worst S/H paths: 50 ps
Dominant logic cell types in the final layout: clkdlybuf4s15_1, or2_1, dfxtp_2
Worst Path Required: 800 ps
Largest net degree at the start of global routing: 8
Fin. max-slew vios: 0
Switching Share: 0.189
Final hold slack: 425 ps
Global route hottest layer: met2
RSZ-0062 raised after global routing: false
Fillers: 390
Die height: 80 um
CP endpoint kind: output port
CTS tree: built
Antenna cells: 0
Core region area: 3420 um^2
power by group through the flow:
stage / clock network [uW] / logic (uW) / registers (uW)
finish: 247 / 31.6 / 294
global route: 270 / 35.3 / 294
CTS: 259 / 32.6 / 294
cells in the mapped netlist:
| cell | n |
|---|---|
| buf_4 | 7 |
| nand2b_1 | 1 |
| or2_1 | 6 |
| dfxtp_1 | 7 |
| xnor2_1 | 1 |
registers in the layout, indices dropped and copies added (netlist names):
name  cells
x4.q      1
x5.q      1
x6.q      1
x2.q      1
x1.q      1
x3.q      1
x7.q      1
logic make-up after synthesis:
group,Yosys count,share of synthesized area
xor+xnor,1,0.0357
flops,7,0.571
buf+inv,7,0.214
simple gates,7,0.179
per-stage QoR:
stage / instances / setup slack [ps]
CTS: 76 / 3.38
finish: 76 / 40.7
detailed placement: 71 / -65.2
floorplan: 22 / 371
global route: 76 / 3.78
global placement: 71 / -55.9
worst register-to-register path: stages (launching register included):
cell and delay (ps):
dfxtp_2 310, buf_4 120, buf_4 120, xnor2_1 130, nand2b_1 60
cell type report:
cell class	count	area, um^2	share of cell area
sequential	7	148	0.382
multi-input combinational	8	52.6	0.136
clock buffer	4	26.3	0.0680
timing repair buffer	11	103	0.265
tap	46	57.6	0.149
per-layer routing:
| layer | vias to the layer above | wire [um] | share of wire |
|---|---|---|---|
| li1 | 74 | - | - |
| met1 | 68 | 185 | 0.40 |
| met4 | 0 | 0 | 0 |
| met5 | - | 0 | 0 |
| met2 | 9 | 209 | 0.45 |
| met3 | 0 | 71 | 0.15 |
timing repair:
| item | 4_1_cts | 5_1_grt |
|---|---|---|
| pin swaps | 0 | 0 |
| hold endpoints to repair | 0 | 0 |
| setup buffers | 1 | 0 |
| gates cloned | 0 | 0 |
| resized | 17 | 3 |
| setup endpoints to repair | 7 | 3 |
final timing paths:
kind | from | to | slack, ps | cells past startpoint
worst min-delay path | x5.q$_SDFF_PP1_ | x6.q$_SDFF_PP1_ | 430 | 1
worst min register to register | x5.q$_SDFF_PP1_ | x6.q$_SDFF_PP1_ | 430 | 1
worst max register to register | x7.q$_SDFF_PP1_ | x1.q$_SDFF_PP1_ | 150 | 4
worst max-delay path | x2.q$_SDFF_PP1_ | y[1] | 40 | 1
Power is estimated from default activity; no workload was simulated.
