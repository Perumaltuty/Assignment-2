File: flow/config.mk
export PLATFORM = sky130hd
export DESIGN_NAME = graycode_counter
export DESIGN_NICKNAME = graycode_counter
export VERILOG_FILES = /design/flow/design.v
export SDC_FILE = /design/flow/constraint.sdc
export NUM_CORES = 4
export LEC_CHECK = 1
export CORE_AREA = 10 10 70 70
export DIE_AREA = 0 0 80 80
File: flow/constraint.sdc
current_design graycode_counter

set clk_period 1.8
set clk_io_pct 0.2

create_clock -name clk0 -period $clk_period [get_ports {clk}]

set non_clock_inputs [all_inputs -no_clocks]
set_input_delay [expr $clk_period * $clk_io_pct] -clock clk0 $non_clock_inputs
set_output_delay [expr $clk_period * $clk_io_pct] -clock clk0 [all_outputs]
File: flow/design.v
module graycode_counter (clk,rst,out);
  input clk,rst;
  reg [3:0]q;
  output reg[3:0]out;
  integer i;
  always @(posedge clk)
  begin
    if(rst==1)begin
      q=0;end
   else begin
     q=q+1;end
  begin
   out[3]=q[3];
   for(i=2;i>=0;i=i-1)
    begin
    out[i]=q[i+1]^q[i];
    end
      end
      end
endmodule
File: flow/run.sh
#!/bin/bash
# OpenROAD 26Q1-2900-gdf79404cd8, Yosys 0.63+post, stock flow scripts
make -C /OpenROAD-flow-scripts/flow DESIGN_CONFIG=/design/flow/config.mk WORK_HOME=/design/flow/orfs finish
==> impl_metrics.tcl <==
# flow metrics
set metrics [dict create \
    status "completed" \
    endpoint_of_the_most_critical_register_to_register_path "out[1]$_DFF_P_" \
    die_y_um 80 \
    post_synthesis_cells 25 \
    maximum_number_of_pins_on_one_net_before_global_route_repair 8 \
    cellPowerDensity_nw_per_um2 956 \
    max-cap-violations 0 \
    fp-row-count 21 \
    clock-sinks 7 \
    worstPathBufferInverterCount 1 \
    wl_per_cell_um 5.24 \
    dpl_worst_slack_ns 0.596 \
    path_class "flop to output pin" \
    cts_buffer_depth 2 \
    crit_path_end "out[3]" \
    drc_errors 0 \
    timing.reg2reg.setup_slack_ns 0.64 \
    crit_path_top_delay_cell "sky130_fd_sc_hd__clkdlybuf4s50_1" \
    cts_max_level 1 \
    track_usage 0.0123 \
    chip_area_um2 6400 \
    crit_start "q[3]$_DFF_P_" \
    post_cts.repair.setup_buffers 0 \
    max_clock_freq_mhz 686 \
    area_delta_synth_final_pct 48.8 \
    first_global_vias 161 \
    static-leakage-power_nw 0.143 \
    floorplan.core_util 0.0758 \
    setup_tns_ns 0 \
    rsz0062_at_grt "no" \
    report.final.setup_viol 0 \
    antenna_violations_before_repair 0 \
    synth_chip_area_um2 259 \
    avgViaCountPerCell 2.30 \
    synth_largest_type_area_fraction 0.541 \
    syn-cell-area_um2 259 \
    synth_cell_type_count 12 \
    fill_cells 391 \
    cts_made_buffers 3 \
    final_core_utilization 0.113 \
    floorplan.core_area_um2 3420 \
    1st_pass_router_iterations 4 \
    yosys_warnings 1 \
    post_cts.resized_instances 0 \
    max_slew.worst_pin.slew_ns 0.271 \
    routed-via-count 182 \
    die_w_um 80 \
    synthFlopType "sky130_fd_sc_hd__dfxtp_1" \
    hold_removal_path_class "flop to flop" \
    wire_length_of_the_first_global_routing_pass_um 655 \
    clock_latency_ns 0.25 \
    tritoncts_clock_tree "built" \
    worst-path-max-fanout 3 \
    synth-seq-area-share 0.541 \
    number_of_enable_type_register_cells_in_the_synthesized_netlist 0 \
    n_antenna_cell 0 \
    synthTopCellsByArea "sky130_fd_sc_hd__dfxtp_1, sky130_fd_sc_hd__xor2_1, sky130_fd_sc_hd__nor2_1" \
    final_min_period_over_clock_period 0.810 \
    path_clk_slew_ns 0.06 \
    crit_path_capture_type "output pin" \
    critical-path-top-delay-family "buffers and inverters" \
    netlist.top_cell.by_area "sky130_fd_sc_hd__dfxtp_1" \
    gp_congestion 0.701 \
    wl_um 414 \
    cts.root.buffer_cell "sky130_fd_sc_hd__clkbuf_4" \
    ys_async_sr_fraction 0 \
    detailed_place.area_um2 359 \
    arrival_ns 1.10 \
    post_route_cells_drive_above_1_share 0.121 \
    ys_ff 7 \
    cp-start-kind "flop" \
    slew_headroom 0.819 \
    hold_bufs_inserted_after_cts 0 \
    port_buffers 5 \
    timing.critical_path.slowest_cell_delay_ns 0.48 \
    final-hold-violation-count 0 \
    ir_worst_vdd_mv 0.113 \
    power_mw 0.368 \
    global_route.overflow_total 0 \
    crit_path_cell_trace "clkdlybuf4s50_1" \
    floorplan.io_pins 6 \
    number_of_standard_cells_reported_by_yosys 25 \
    fin_crit_period_ns 1.46 \
    postRouteAntennaNets 0 \
    hpwlAfterDp_um 295 \
    pins_over_slew_limit 0 \
    final_cell_area_um2 385 \
    avgSynthCellArea_um2 10.4 \
    critical_path_cell_count 1 \
    synthTopCellsByCount "sky130_fd_sc_hd__dfxtp_1, sky130_fd_sc_hd__nor2_1, sky130_fd_sc_hd__xor2_1" \
    clock-skew-final_ns 0.00454 \
    r2r_start "q[0]$_DFF_P_" \
    stage_log_warnings 25 \
    timing.reg2reg.worst_path_depth 4 \
    drt_iter0_markers 6 \
    timing.final.ws_setup_ns 0.341 \
    critical_path_required_ns 1.44 \
    post-synth-top-count-cell "sky130_fd_sc_hd__dfxtp_1" \
]
[cells in the final DEF (no fill, tap or decap)]
cell type                         count
sky130_fd_sc_hd__dfxtp_1              7
sky130_fd_sc_hd__nor2_1               5
sky130_fd_sc_hd__clkdlybuf4s50_1      5
sky130_fd_sc_hd__xor2_1               4
sky130_fd_sc_hd__clkbuf_4             3
sky130_fd_sc_hd__xnor2_1              1
sky130_fd_sc_hd__nor2b_1              1
sky130_fd_sc_hd__nand3_1              1
sky130_fd_sc_hd__nand2_1              1
sky130_fd_sc_hd__a21oi_1              1
sky130_fd_sc_hd__and3_1               1
sky130_fd_sc_hd__nor3_2               1
sky130_fd_sc_hd__ha_1                 1
sky130_fd_sc_hd__clkbuf_1             1
[layer usage]
metal  GRT usage  wire [um]
met5           0          0
met4     0.00880          5
met3     0.00795         65
met2      0.0152        167
met1      0.0147        175
[cell type report]
| class | count | area [um^2] | area share |
|---|---|---|---|
| clock buffers | 4 | 26.3 | 0.0682 |
| well taps | 46 | 57.6 | 0.149 |
| multi-input cells | 17 | 111 | 0.289 |
| repair buffers | 5 | 50.0 | 0.130 |
| flip-flops and latches | 7 | 140 | 0.364 |
[worst register-to-register path: cells and delay by family (launching register included)]
kind	cells	cell delay [ns]
XOR/XNOR	2	0.41
adder cells (fa/ha/maj)	1	0.25
flip-flops	1	0.35
AND/OR/NAND/NOR	1	0.05
[metrics by stage]
stage,hold WS [ns],instances
6_report,0.491,79
5_1_grt,0.535,79
4_1_cts,0.495,79
3_5_place_dp,0.484,75
3_3_place_gp,0.459,75
2_1_floorplan,0.430,25
[flip-flops by register name, indices dropped and copies added, names as in the netlist]
register and cells:
q 4, out 3
[worst min-delay path by stage]
stage         slack [ns]    startpoint  depth (start not counted)            to
CTS                 0.50  q[0]$_DFF_P_                          1  q[0]$_DFF_P_
finish              0.49  q[0]$_DFF_P_                          1  q[0]$_DFF_P_
global route        0.53  q[0]$_DFF_P_                          1  q[0]$_DFF_P_
[power by group]
group / internal, mW / total, mW / switching [mW]
registers: 0.170 / 0.177 / 0.00742
clock network: 0.0847 / 0.144 / 0.0591
logic: 0.0302 / 0.0475 / 0.0173
total: 0.284 / 0.368 / 0.0838
[kinds of logic after synthesis]
logic type | synth area share
adders and majority gates | 0.0483
xor gates and xnor gates | 0.169
DFF | 0.541
and+or+nand+nor | 0.193
buffers and inverters | 0.0290
AOI/OAI and AO/OA | 0.0193
No activity file was given, so power comes from the tool's default toggle rates.
